File: design.v
`timescale 1ns / 1ps
module baud_generator(sys_clk, baud_clk);
  input sys_clk;
  output baud_clk;
  reg[20:0] counter;
  parameter INCREMENT = 181;
  initial counter = 0;
  always @(posedge sys_clk) counter <= counter[19:0] + INCREMENT;
  assign baud_clk = counter[20];
endmodule
module baud_div_8(baud_clk, tx_clk);
  input baud_clk;
  output tx_clk;
  reg [2:0] counter;
  initial counter = 3'b000;
  always @(posedge baud_clk) counter <= counter + 1;
  assign tx_clk = counter[2];
endmodule
module uart_tx(clk, data, tx_out, rst, start, ready, state, data_bit);  
  input clk;
  input [7:0] data;  
  input start;  
  input rst;
  output reg tx_out;  
  output reg ready;  
  output reg [1:0] state;  
  output reg [2:0] data_bit;  
  reg [7:0] data_captured;  
  wire tx_clk;
  baud_generator baud_gen (.sys_clk(clk), .baud_clk(baud_clk));
  baud_div_8 clock_gen (.baud_clk(baud_clk), .tx_clk(tx_clk));  
  parameter IDLE = 2'b00;  
  parameter START = 2'b01;  
  parameter DATA = 2'b10;  
  parameter STOP = 2'b11;  
  initial state = IDLE;
  initial data_bit = 0;
  always @(posedge tx_clk) begin
    if (rst) state <= IDLE;
    else begin
      case (state)
        IDLE: state <= start ? START : IDLE;
        START: begin
          state <= DATA;
          data_bit = 3'b000;
          data_captured <= data;
        end
        DATA: begin
          if (data_bit == 7) state <= STOP;
          else begin
            state <= DATA;
            data_bit <= data_bit + 1;
          end
        end
        STOP: state <= start ? START : IDLE;
      endcase
    end
  end
  always @(*) begin
    case (state)
      IDLE: begin
        tx_out = 1;
        ready = 1;
      end
      START: begin
        tx_out = 0;
        ready = 0;
      end
      DATA: begin
        tx_out = data_captured[data_bit];
        ready = 0;
      end
      STOP: begin
        tx_out = 1;
        ready = 1;
      end
    endcase
  end
endmodule
File: run.sh
#!/bin/bash
# OpenROAD 26Q1-2900-gdf79404cd8, Yosys 0.63+post, stock flow scripts
make -C /OpenROAD-flow-scripts/flow DESIGN_CONFIG=/design/flow/config.mk WORK_HOME=/design/flow/orfs finish
File: config.mk
export PLATFORM = sky130hd
export DESIGN_NAME = uart_tx
export DESIGN_NICKNAME = uart_tx
export VERILOG_FILES = /design/flow/design.v
export SDC_FILE = /design/flow/constraint.sdc
export NUM_CORES = 4
export LEC_CHECK = 1
export CORE_AREA = 10 10 99 99
export DIE_AREA = 0 0 109 109
File: constraint.sdc
current_design uart_tx

set clk_period 4.4
set clk_io_pct 0.2

create_clock -name clk0 -period $clk_period [get_ports {clk}]

set non_clock_inputs [all_inputs -no_clocks]
set_input_delay [expr $clk_period * $clk_io_pct] -clock clk0 $non_clock_inputs
set_output_delay [expr $clk_period * $clk_io_pct] -clock clk0 [all_outputs]
==> job_summary.md <==
## Synthesis and layout report

| Metric | Value |
|---|---|
| Initial DRC Count | 23 |
| Syn_area_per_cell | around 12 um2 |
| TritonCTS clock tree | done |
| Estimated wirelength of the detail-placed design | about 1700 um |
| Ports | 18 |
| Max Fclk | around 0.71 GHz |
| Final period util | about a third |
| Worst-Margin Slew | 0.6997 ns |
| GRT Overall Usage | 3.933% |
| Clk latency late pin | roughly 0.26 ns |
| Post-cts resize count | 0 |
| EDFF count, synth | 11 |
| RSZ-0062 raised after global routing | false |
| Clock network power share | between 30% and 40% |
| Total grt overflow | 0 |
| Yosys chip area | roughly 1400 um2 |
| GPL Wtd Cong | 0.7440 |
| Sequential share of power | between 50% and 60% |
| P per Cell Area | ~180 nW/um2 |
| Ys Warns | 4 |
| Comb power frac | under 10% |
| Setup bufs post-CTS | 0 |
| Cell taking the most area after synthesis | dfxtp_1 |
| Endpoints left unconstrained | 34 |
| Crit path max fanout | 6 |
| Psw | roughly 0.000064 W |
| P_int | 0.0002625 W |
| Initial antenna violation count | 0 |
| Via count | approximately 870 |
| P&R area growth vs syn | 23.48% |
| Clock tree buffer depth | 2 |
| First-pass GRT wire length | 3912 um |
| Largest net degree at the start of global routing | 15 |
| Die W | roughly 110 um |
| Root buf cell | clkbuf_8 |
| Minimum clock period | 1.414 ns |
| Post-synth top area share | 36.05% |
| Sw frac | between 15 and 20% |
| Leak Pwr | between 0.6 and 0.7 nW |
| Die Ht | 109 um |
| Slew headroom | between 50% and 60% |
| DRT Pass-1 Iters | 4 |
| TritonCTS buffer count | 3 |
| Vias in the first global route | roughly 850 |
| Total Routed Length | ~2200 um |
| #FFs+latches synth | 37 |
| Layout cells sized above 1 | under 10% |
| Filler Cell Count | 840 |
| WS Path Type | flop to flop |
| Startpoint types | flop |
| Synth unique cells | 29 |
| Avg Vias per Cell | between 3 and 4 |
| Final Skew | between 0.004 and 0.005 ns |
| Status | finished clean |
| Synth area leaders | dfxtp_1, edfxtp_1, xnor2_1 |
| Worst Hold Class | flop to flop |
| Antenna diodes | 0 |
| Core ar. | 7727 um2 |
| Max-cap violation count | 0 |
| Top FF cell, synth | dfxtp_1 |
| Design Power | around 0.00033 W |
| Register pins left without a clock | 16 |
| # setup viols final | 0 |
| Peak VDD IR | approximately 0.00026 V |
| CP arrival | 1.57 ns |
| DR WL/cell | about 9.3 um |
| Post-synth ARST share | 0% |
| CTS HTree Levels | 1 |
| Die area | between 10000 and 15000 um2 |
| Drt drc | 0 |
| Port-buffer cells | 17 |
| FF-to-FF setup slack | 2.99 ns |
| Slew Limit Fails | 0 |
| Final hold viol count | 0 |
| Syn Inst Count | between 100 and 150 |
| Seq/Total Area, Yosys | 58.93% |
| Crit path DRT | 4.55 ns |
| Yosys stat cell total | 118 |
| Top post-synthesis cells by count | dfxtp_1, xnor2_1, edfxtp_1, nor2_1 |
| Final TNS setup | 0 ns |
| Seq. cell area | ~850 um2 |
| Hold-fix buffers, CTS | 0 |
| Remaining antenna violation count | 0 |
| Count leader, synth | dfxtp_1 |
| Logic area | about 570 um2 |
| Post-Syn Area | 1444 um2 |
| Rows | 32 |
| Worst Setup End Kind | flop |
| Worst-path clk slew | approximately 0.080 ns |
| OpenROAD warning count | 27 |
| FP Core Util | 18.69% |
-- per-layer routing --
metal	global-route usage, %	share of wire (%)
met1	5.583	51
met2	5.570	38
met3	1.971	10
met4	0.1883	0.36
met5	0	0
-- kinds of logic after synthesis --
group / Yosys count / share of synthesized area (%)
flops: 37 / 58.93
fa+ha+maj: 7 / 6.066
compound gates: 10 / 6.239
xor+xnor: 19 / 11.53
simple gates: 36 / 12.65
mux: 3 / 2.946
buf+inv: 6 / 1.646
-- final cells by class --
type                            count  area share, %
Inverter                            5          1.053
Clock buffer                        3          2.316
Sequential cell                    37          47.72
Clock inverter                      1         0.2807
Timing Repair Buffer               17          9.544
Tap cell                          102          7.158
Multi-Input combinational cell     75          31.93
-- cell usage in the layout, fill, tap and decap left out, drive strengths merged, types with 5 or more instances in the layout --
cell,n
ha,7
nand3,7
nand2,7
clkdlybuf4s50,17
dfxtp,26
inv,5
edfxtp,11
nor2,8
xnor2,13
xor2,6
-- critical path, cell delays in order (launching register included) --
cell and delay [ns]:
dfxtp_1 0.33, ha_1 0.23, o21ai_2 0.22, a31oi_4 0.16
and4_1 0.24, xor2_1 0.13
-- power groups by stage --
stage	Combinational, W	Clock [W]	Sequential, W
4_1_cts	0.0000106	0.000130	0.000191
6_report	0.0000104	0.000124	0.000191
5_1_grt	0.0000115	0.000143	0.000191
-- path summary, 6_finish.rpt --
kind | start | to | depth (start not counted)
setup reg to reg | baud_gen.counter[0] | baud_gen.counter[12] | 5
hold / removal | baud_gen.counter[0] | baud_gen.counter[0] | 1
setup / recovery | baud_gen.counter[0] | baud_gen.counter[12] | 5
hold reg to reg | baud_gen.counter[0] | baud_gen.counter[0] | 1
-- flip-flops by register name, summed over array words and instances, names as in the netlist --
signal	flops
baud_gen.counter	21
clock_gen.counter	3
data_bit	3
data_captured	8
state	2
-- through the flow --
step	instance area, um2	cells	setup slack (ns)	hold WS, ns	util [%]
2_1_floorplan	1444	118	3.067	0.3701	-
3_3_place_gp	1737	236	3.022	0.3785	22.47
4_1_cts	1783	240	2.982	0.4101	23.07
5_1_grt	1783	240	2.918	0.4275	23.07
6_report	1783	240	2.986	0.4081	23.07
3_5_place_dp	1737	236	2.996	0.3854	22.47
Power figures rest on the tool's default switching activity, not on a simulated workload.
