===== /design/flow/config.mk =====
export PLATFORM = sky130hd
export DESIGN_NAME = num_gen
export DESIGN_NICKNAME = num_gen
export VERILOG_FILES = /design/flow/design.v
export SDC_FILE = /design/flow/constraint.sdc
export NUM_CORES = 4
export LEC_CHECK = 1
export CORE_AREA = 10 10 70 70
export DIE_AREA = 0 0 80 80

===== /design/flow/constraint.sdc =====
current_design num_gen

set clk_period 1.3
set clk_io_pct 0.2

create_clock -name clk0 -period $clk_period [get_ports {ready}]

set non_clock_inputs [all_inputs -no_clocks]
set_input_delay [expr $clk_period * $clk_io_pct] -clock clk0 $non_clock_inputs
set_output_delay [expr $clk_period * $clk_io_pct] -clock clk0 [all_outputs]

===== /design/flow/design.v =====
`timescale 1ps / 1ps
module num_gen(ready, data, start, rst);
    input ready;
    output reg [7:0] data;
    output start;
    output rst;
    initial data = 8'h00;
    always @(posedge ready) data <= data + 1;
    assign start = 1;
    assign rst = 0;
endmodule

===== /design/flow/run.sh =====
#!/bin/bash
# OpenROAD 26Q1-2900-gdf79404cd8, Yosys 0.63+post, stock flow scripts
make -C /OpenROAD-flow-scripts/flow DESIGN_CONFIG=/design/flow/config.mk WORK_HOME=/design/flow/orfs finish

==> flow_metrics.env <==
# source this file to load flow results
export IMPL_outcome="finished clean"
export IMPL_crit_path_start="data[1]$_DFF_P_"
export IMPL_ys_seq_elements=8
export IMPL_grt_pass1_wl_mm=1.32
export IMPL_mostFrequentLayoutCells="8 x buf_4, 7 x dlygate4sd2_1, 6 x dfxtp_2"
export IMPL_fin_crit_ns=1.08
export IMPL_cp_cell_sequence="buf_4 > buf_4 > ha_1 > nand3_1 > xnor2_1"
export IMPL_drc=0
export IMPL_chipArea_um2=6400
export IMPL_drt_pass1_iter_count=4
export IMPL_num_rows=21
export IMPL_die_y_um=80
export IMPL_path_class="flop to flop"
export IMPL_cts_root_buf="clkbuf_4"
export IMPL_dp_hpwl_um=536
export IMPL_ctsLongestPathBuffers=2
export IMPL_slowest_stage="dfxtp_2"
export IMPL_final_cells=91
export IMPL_pin_count=11
export IMPL_dr_total_vias=226
export IMPL_routed_wl_um=715
export IMPL_ys_area_um2=299
export IMPL_ys_seq_frac=0.536
export IMPL_setup_violations=0
export IMPL_largest_register="data"
export IMPL_gp_congestion=0.706
export IMPL_via_per_inst=2.48
export IMPL_setup_tns_ns=0
export IMPL_r2r_start="data[1]$_DFF_P_"
export IMPL_holdPathStages=1
export IMPL_fin_skew_ns=0.00132
export IMPL_r2r_cells=5
export IMPL_fp_util=0.0875
export IMPL_power_per_cell_area_nw_per_um2=830
export IMPL_die_x_um=80
export IMPL_synthCells=28
export IMPL_postSynthAreaPerCell_um2=10.7
export IMPL_period_used=0.833
export IMPL_r2r_setup_slack_ns=0.22
export IMPL_cts_hold_buf=0
export IMPL_final_common_cell="buf_4"
export IMPL_largest_reg_flops=8
export IMPL_portBuffers=8
export IMPL_clock_latency_ns=0.25
export IMPL_yosys_warnings=1
export IMPL_antenna_found_initial=0
export IMPL_hold_class="flop to flop"
export IMPL_worstPathRequired_ns=1.47
export IMPL_core_area_um2=3420
export IMPL_leakagePower_nw=0.263
export IMPL_area_delta_synth_final_pct=70.3
export IMPL_yosys_cell_types_count=13
export IMPL_warnings=25
export IMPL_largestRegisters="data x8"
export IMPL_cts_inserted_buffers=3
export IMPL_critPathMaxFanout=3
export IMPL_insertedDiodeCount=0
export IMPL_clk_pin_slew_ns=0.05
export IMPL_crit_end="data[6]$_DFF_P_"
export IMPL_clock_fmax_ghz=0.923
export IMPL_drive_above_1_share=0.444
export IMPL_slowest_delay_ns=0.31
export IMPL_post_place_cells=81
export IMPL_grt_pass1_vias=274
export IMPL_wire_per_inst_um=7.86
export IMPL_critPathArrivalTime_ns=1.26
export IMPL_grt_ovfl_total=0
export IMPL_ir_drop_mv=0.572
export IMPL_netlist_area_um2=299
export IMPL_drt_antenna_violating_nets=0
export IMPL_max_cap_viol_count=0
export IMPL_clock_sinks=8
export IMPL_htree_levels=1
export IMPL_cts_tree="done"
export IMPL_end_kind="flop"
export IMPL_worstSetupStartpointType="flop"
export IMPL_cp_common_cell="buf_4"
export IMPL_groute_usage_overall=0.0265
export IMPL_grt_max_degree=5
export IMPL_hold_viol_final=0
export IMPL_drtIter0Drc=2
export IMPL_drv_slew=0
export IMPL_r2r_end="data[6]$_DFF_P_"
export IMPL_synth_stat_cells=28
export IMPL_rsz0062_at_grt="false"
kinds of logic (layout without fill, tap and decap cells):
group	Yosys count	count (layout)	share of synthesized area
xor gates and xnor gates	6	6	0.176
buffers and inverters	3	20	0.0627
and+or+nand+nor	8	8	0.159
other	2	2	0.0251
DFF	8	8	0.536
adders and majority gates	1	1	0.0418
worst min path at each step:
stage / startpoint / endpoint
CTS: data[7]$_DFF_P_ / data[7]$_DFF_P_
global route: data[7]$_DFF_P_ / data[7]$_DFF_P_
finish: data[7]$_DFF_P_ / data[7]$_DFF_P_
critical path: cells and delay by family, from the launching register on:
family                   cells  cell delay (ns)
flip-flops                   1             0.31
buffers and inverters        2             0.25
adder cells (fa/ha/maj)      1             0.22
AND/OR/NAND/NOR              1             0.12
XOR/XNOR                     1             0.11
power breakdown:
group          total, mW  switching (mW)  leakage [nW]  internal [mW]
sequential         0.244               0        0.0683          0.244
combinational   0.000278        0.000278         0.181              0
clock              0.179          0.0740        0.0138          0.105
total              0.423          0.0742         0.263          0.348
layer usage:
metal	part of all wire	GRT usage
met3	0.18	0.0261
met5	0	0
met1	0.53	0.0356
met2	0.29	0.0297
met4	0	0.00176
cells in the mapped netlist (all sizes together):
master  count  share of area
conb        2          0.025
buf         2          0.050
dfxtp       8           0.54
and3        1          0.021
inv         1          0.013
xor2        3          0.088
nor2        1          0.013
nor3        1          0.033
nand3       3          0.067
nand2       2          0.025
ha          1          0.042
xnor2       3          0.088
per-stage QoR:
stage	total power, mW	setup slack, ns	hold WS, ns	utilization	area, um^2
after detailed placement	0.251	0.132	0.422	0.126	429
final	0.423	0.217	0.424	0.149	509
after global placement	0.251	0.150	0.405	0.126	429
after floorplan	0.255	0.419	0.382	-	299
after global routing	0.449	0.108	0.463	0.149	509
after CTS	0.431	0.00236	0.430	0.146	499
what timing repair did:
action,CTS,global route
gates resized,15,1
gates cloned,0,0
endpoints found under the setup margin,8,1
buffers inserted,6,1
area by class of cell:
type                       count  area (um^2)
fill                         399         2910
sequential                     8          171
timing repair buffer          16          134
multi-input combinational     17          120
tap                           46         57.6
clock buffer                   3         22.5
inverter                       1         3.75
Power is estimated from default activity; no workload was simulated.
